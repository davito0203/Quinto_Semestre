$ cat /design/flow/config.mk
export PLATFORM = sky130hd
export DESIGN_NAME = counter
export DESIGN_NICKNAME = counter
export VERILOG_FILES = /design/flow/design.v
export SDC_FILE = /design/flow/constraint.sdc
export NUM_CORES = 4
export LEC_CHECK = 1
export CORE_AREA = 10 10 86 86
export DIE_AREA = 0 0 96 96
$ cat /design/flow/run.sh
#!/bin/bash
# OpenROAD 26Q1-2900-gdf79404cd8, Yosys 0.63+post, stock flow scripts
make -C /OpenROAD-flow-scripts/flow DESIGN_CONFIG=/design/flow/config.mk WORK_HOME=/design/flow/orfs finish
$ cat /design/flow/constraint.sdc
current_design counter

set clk_period 2.5
set clk_io_pct 0.2

create_clock -name clk0 -period $clk_period [get_ports {reloj}]

set non_clock_inputs [all_inputs -no_clocks]
set_input_delay [expr $clk_period * $clk_io_pct] -clock clk0 $non_clock_inputs
set_output_delay [expr $clk_period * $clk_io_pct] -clock clk0 [all_outputs]
$ cat /design/flow/design.v
`timescale 1ns / 1ps
module counter(b0,b1,b2,b3,reloj,reseteador
    );
	 input reloj; 
	 input reseteador; 
	 output reg [3:0] b0;   
	 output reg [3:0] b1;   
	 output reg [3:0] b2;   
	 output reg [3:0] b3;   
	 always @(posedge reloj or posedge reseteador)
	 begin
			if(reseteador)
			begin
				b0<=4'b0000;
				b1<=4'b0000;
				b2<=4'b0000;
				b3<=4'b0000;
			end
			else
			begin
				if(b0==4'b1001)
				begin
					b0<=4'b0000;
					if(b1==4'b1001)
					begin
						b1<=4'b0000;
						if(b2==4'b1001)
						begin
							b2<=4'b0000;
							if(b3==4'b1001)
							begin
								b3<=4'b0000;
							end
							else if(b3<4'b1001)
							begin
								b3<=b3+1;
							end
						end
						else if(b2<4'b1001)
						begin
							b2<=b2+1;
						end
					end
					else if(b1<4'b1001)
					begin
						b1<=b1+1;
					end
				end
				else if(b0<4'b1001)
				begin
					b0<=b0+1;
				end
			end
	 end
endmodule
==> flow_summary.rst <==
Run summary
-----------

.. list-table::
   :header-rows: 1

   * - Metric
     - Value
   * - Worst R2R Start
     - b0[1]
   * - Total of buffers placed on input and output ports
     - 17
   * - Share of the clock period used by the worst path
     - 70.4%
   * - Most frequent cells in the layout
     - clkdlybuf4s50_1 (17), dfrtp_1 (16), nor2_1 (8), xor2_1 (8), nand2_1 (7)
   * - Critical path data arrival time
     - roughly 1.3 ns
   * - Required time at the endpoint of the critical path
     - ~2.0 ns
   * - Flops out of synthesis
     - 16
   * - Peak VDD IR
     - 0.000207 V
   * - Routed wire length
     - around 1600 microns
   * - H-tree depth
     - 1
   * - Class of the most critical setup path
     - reg2out
   * - Cell type with the highest aggregate area in the netlist
     - dfrtp_1
   * - Number of clock sinks
     - 16
   * - Post-synthesis cell count
     - a little under 70
   * - Capture point of the worst reg-to-reg path
     - b2[2]
   * - Number of library cell types mapped by synthesis
     - 21
   * - Via count
     - 555
   * - Clock-pin slew on the worst setup and hold paths
     - approximately 0.060 ns
   * - Worst Hold Endpoint
     - b3[0]
   * - Power density over the cells
     - 453 mW/mm^2
   * - Final global-route overflow total
     - 0
   * - OpenROAD warning count
     - 25
   * - Hold path start
     - b3[0]
   * - Routed wire length per instance
     - just under 10 microns
   * - Final setup viols
     - 0
   * - Max-cap viol count
     - 0
   * - Number of fill cells in the layout
     - 613
   * - Number of warnings printed during yosys synthesis
     - 1
   * - Number of iterations in the first detailed-routing pass
     - 4
   * - Top fanout value on the critical path
     - 7
   * - Height of the chip
     - about 96 microns
   * - Buf+Inv Stages, Crit Path
     - 1
   * - Static Leakage
     - roughly 0.00045 uW
   * - Crit path cell chain
     - clkdlybuf4s50_1
   * - Worst Tran Pin Value
     - roughly 0.62 ns
   * - Hold Fails Final Rpt
     - 0
   * - Area reported by Yosys stat
     - around 770 sq um
   * - Number of buffers inserted for hold repair after clock tree synthesis
     - 0
   * - Clock tree from TritonCTS
     - yes
   * - Power after layout
     - 486 uW
   * - Fmax
     - ~0.57 GHz
   * - Die X-Extent
     - 96 microns
   * - Worst Setup Start Kind
     - flip-flop
   * - CP max stage delay
     - ~0.52 ns
   * - Clock skew after layout
     - 0.000365 ns
   * - Total routing resource utilization after global routing
     - 3.52%
   * - Synth-to-layout area growth
     - 39.5%
   * - Cell at the root of the clock tree
     - clkbuf_8
   * - Via density per instance
     - 3.47
   * - Share of post-route cells with drive strength above 1
     - about an eighth
   * - Insertion delay to the later sink of the worst-skew pair
     - ~0.24 ns
   * - Area leader share
     - 52.0%
   * - DR DRC count
     - 0
   * - Number of antenna violations at the first check in global routing
     - 0
   * - DRC marker count from the first detailed-route iteration
     - roughly 42
   * - Number of buffers created by CTS
     - 3
   * - Total die size
     - just over 0.009 sq mm
   * - Outcome
     - finished clean
   * - Core Rows
     - 27
   * - Antenna viol nets, final
     - 0
   * - Diode insertion count for antenna repair
     - 0
   * - Longest Clk Path Bufs
     - 2
   * - Top-level port count
     - 18
   * - Leading cell types by total area after synthesis
     - dfrtp_1 (52%), xor2_1 (9.1%), xnor2_1 (4.6%)
   * - Dominant logic cell type in the layout
     - clkdlybuf4s50_1
   * - Register area
     - ~400 sq um
   * - Setup tns final
     - 0 ns
   * - Seq share, synth
     - a little over half
   * - Slowest stage cell, crit path
     - clkdlybuf4s50_1
   * - Cell area after synthesis
     - roughly 770 sq um
   * - Combinational gate area
     - around 350 sq um
   * - Post-CTS setup buffers
     - 0
   * - Number of global-route vias before repair
     - ~520
   * - Final-report max-slew violation count
     - 0
   * - Kind of cell with the highest combined delay on the critical path
     - buffers and inverters
   * - Core area
     - around 0.0055 sq mm
   * - Initial Util
     - approximately 14%
   * - Number of standard cells reported by yosys
     - 68
   * - Max-slew headroom
     - between 50 and 60%
   * - Unrepaired setup endpoints after global routing
     - no
   * - Global placement routability congestion
     - approximately 0.79
   * - R2R Setup Slk
     - around 0.94 ns
   * - Final critical path time including I/O delays and setup
     - ~1.8 ns
   * - CP Capture Type
     - output pin
   * - Class of the tightest hold or removal check
     - reg2reg
   * - Reg2reg path depth
     - 4
   * - Wire length of the first global-routing pass
     - 2590 microns
   * - Count of instances resized after the clock tree is built
     - 0
   * - Largest net degree at the start of global routing
     - 17
   * - Worst hold path depth
     - 1
   * - Syn avg cell area
     - approximately 11 sq um
## stage by stage
step | setup WS (ns) | cell area, sq um | utilization, % | cells | hold slack (ns)
2_1_floorplan | 1.18 | 769 | - | 68 | 0.414
3_3_place_gp | 0.990 | 1020 | 18.4 | 156 | 0.479
3_5_place_dp | 0.953 | 1020 | 18.4 | 156 | 0.479
4_1_cts | 0.727 | 1070 | 19.4 | 160 | 0.487
5_1_grt | 0.675 | 1070 | 19.4 | 160 | 0.506
6_report | 0.740 | 1070 | 19.4 | 160 | 0.493
## synth_stat cells
cell / n
buf_6: 1
nand3b_1: 1
nor2_1: 8
or2b_2: 1
dfrtp_1: 16
nand3_2: 1
a21oi_1: 3
o211ai_1: 2
xor2_1: 8
nand2_1: 7
nand4_4: 1
nor3b_2: 2
xnor2_1: 4
and4bb_1: 1
nand4b_1: 1
o21ai_0: 4
and4bb_2: 2
nand3_1: 2
a31oi_1: 1
inv_1: 1
or2b_1: 1
## final cells by class
type	instances	area share, %
Sequential cell	16	37.3
Multi-Input combinational cell	50	33.0
Timing Repair Buffer	17	15.9
Tap cell	72	8.39
Clock buffer	4	5.13
Inverter	1	0.350
## sequential cells by signal, indices dropped and copies added (netlist names)
name  cells
b0        4
b2        4
b1        4
b3        4
## logic make-up (layout without fill, tap and decap cells)
| group | after synthesis | count (layout) | synth area share, % |
|---|---|---|---|
| AOI/OAI and AO/OA | 10 | 10 | 7.32 |
| DFF | 16 | 16 | 52.0 |
| and+or+nand+nor | 28 | 28 | 25.0 |
| xor gates and xnor gates | 12 | 12 | 13.7 |
| buffers and inverters | 2 | 22 | 1.95 |
## how the worst max path moves through the flow
stage,start,endpoint,slack [ns],cells after the start
6_report,b2[3],b2[3],0.74,1
5_1_grt,b2[3],b2[3],0.67,1
4_1_cts,b2[3],b2[3],0.73,1
## report_power, final
| part | internal, uW | switching (uW) | leakage, uW |
|---|---|---|---|
| Clock | 139 | 81.0 | 0.0000288 |
| Sequential | 259 | 0 | 0.000214 |
| Combinational | 1.45 | 5.15 | 0.000210 |
## layer usage
layer / wire length, microns / track usage, %
met5: 0 / 0
met4: 11 / 0.246
met3: 219 / 1.97
met2: 631 / 5.04
met1: 700 / 4.75
Power figures rest on the tool's default switching activity, not on a simulated workload.
