[./config.mk]
export PLATFORM = sky130hd
export DESIGN_NAME = contador
export DESIGN_NICKNAME = contador
export VERILOG_FILES = /design/flow/design.v
export SDC_FILE = /design/flow/constraint.sdc
export NUM_CORES = 4
export LEC_CHECK = 1
export CORE_UTILIZATION = 30
[./constraint.sdc]
current_design contador

set clk_period 6.2
set clk_io_pct 0.2

create_clock -name clk0 -period $clk_period [get_ports {clk}]

set non_clock_inputs [all_inputs -no_clocks]
set_input_delay [expr $clk_period * $clk_io_pct] -clock clk0 $non_clock_inputs
set_output_delay [expr $clk_period * $clk_io_pct] -clock clk0 [all_outputs]
[./design.v]
`timescale 1ns / 1ps
module contador(clkm,clk,s0,s1,vis,seg,reset,v0,v1
    );
	 input s0; 
	 input s1;  
	 input clk; 
	 input clkm; 
	 input reset; 
	 input v0,v1; 
	 output reg [3:0] seg; 
	 output reg [6:0] vis; 
	 reg newclk;  
	 integer a; 
	 reg [3:0] count;  
	 reg reloj;  
	 initial
	 begin
		a=0;
		newclk<=1'b0;
	 end
	 always @(posedge clk)
	 begin
		if(a==25000000)
		begin
			a=0;
			newclk=~(newclk);
		end
		else
		begin
			a=a+1;
		end	
	 end
	 always @(newclk or clkm)
	 begin
		case(s0)
			1'b0:reloj=newclk;
			1'b1:reloj=clkm;
		endcase
	 end
	 always @(posedge reloj)
	 begin
		if(reset==1'b1)
		begin
			count<=4'b0000;
		end
		else if(s1==1'b1)
		begin
			count<=count+1;
		end
		else if(s1==1'b0)
		begin
			count<=count-1;
		end
		case(count)
				4'b0000:vis='b0000001;
				4'b0001:vis='b1001111;
				4'b0010:vis='b0010010;
				4'b0011:vis='b0000110;
				4'b0100:vis='b1001100;
				4'b0101:vis='b0100100;
				4'b0110:vis='b0100000;
				4'b0111:vis='b0001111;
				4'b1000:vis='b0000000;
				4'b1001:vis='b0001100;
				4'b1010:vis='b0001000;
				4'b1011:vis='b1100000;
				4'b1100:vis='b0110001;
				4'b1101:vis='b1000010;
				4'b1110:vis='b0110000;
				4'b1111:vis='b0111000;
		  endcase
	 end
	  always @(v0 or v1)
	  begin
			case({v1,v0})
			2'b00:seg=4'b1110;
			2'b01:seg=4'b1101;
			2'b10:seg=4'b1011;
			2'b11:seg=4'b0111;
			endcase
	  end
endmodule
[./run.sh]
#!/bin/bash
# OpenROAD 26Q1-2900-gdf79404cd8, Yosys 0.63+post, stock flow scripts
make -C /OpenROAD-flow-scripts/flow DESIGN_CONFIG=/design/flow/config.mk WORK_HOME=/design/flow/orfs finish
==> impl_metrics.tcl <==
# flow metrics
set metrics [dict create \
    status "completed" \
    clk_pin_slew_ps 60 \
    warnings 30 \
    rsz0062_at_grt "no" \
    drv_slew 0 \
    fin_area_um2 2490 \
    worstMarginPinSlew_ps 678 \
    setup_tns_ps 0 \
    yosys_area_um2 2140 \
    finalHoldViolCount 0 \
    cap_violations 0 \
    die-width_um 86.5 \
    cts_hold_buf 0 \
    grt.total_usage_pct 11.2 \
    wire_per_inst_um 11.1 \
    grt_max_degree 15 \
    syn_avg_cell_area_um2 9.16 \
    synthArstFlopShare_pct 0 \
    aoi_share_pct 9.57 \
    leakage_nw 0.869 \
    crit_required_ps 4960 \
    edf_count 1 \
    startpoint_type "input pin" \
    wirelength_mm 3.88 \
    fin_crit_sh_pct 58.5 \
    htreeDepth 2 \
    via_per_inst 4.86 \
    powerDensity_nw_per_um2 159 \
    portBuffers 17 \
    insertion_delay_ps 280 \
    arrival_ps 2380 \
    grt_pass1_vias 1515 \
    postCtsResizedCells 0 \
    slew_headroom_pct 54.4 \
    core_area_um2 6830 \
    unclocked_pins 11 \
    fmax_mhz 276 \
    hold_class "register to register" \
    cts_root_buffer "clkbuf_8" \
    drt_iter0_markers 49 \
    drive_above_1_share_pct 5.93 \
    ios 18 \
    synth-adder-area-share_pct 6.19 \
    chipArea_um2 7490 \
    synth_flops 44 \
    syn_inst 234 \
    grt_pass1_wl_mm 6.69 \
    synthSimpleGateAreaFrac_pct 27.7 \
    drc 0 \
    dpl_cell_area_um2 2410 \
    ff_type "dfxtp_1" \
    fp_util_pct 31.4 \
    ant_nets 0 \
    gp_congestion 0.806 \
    dr.pass1.iters 4 \
    ys_cells 234 \
    crit_type "input pin to primary output" \
    lay_top_count "dfxtp_1" \
    synth_xor_xnor_area_share_pct 9.81 \
    syn2layout_area_growth_pct 16.3 \
    cts_tree "done" \
    antenna_found_initial 0 \
    logic_family "simple AND/OR/NAND/NOR gates" \
    dpl.hpwl_mm 2.79 \
    end_kind "primary output" \
    post_synth_num_cell_types 49 \
    postCtsSetupRepairBufs 0 \
    skew_ps 5.86 \
    grt-ovfl-total 0 \
    fp.dieH_um 86.5 \
    n_antenna_cell 0 \
    syn_area_um2 2140 \
    num_vias 1695 \
    muxShareOfSynthArea_pct 2.34 \
    ys_seq_share_pct 41.6 \
    numCtsBuffers 5 \
    untimed_endpoints 18 \
    yosys_warnings 1 \
    peakVddDrop_v 0.000157 \
    mostFrequentLayoutCells "dfxtp_1 (43), nand2_1 (18), xnor2_1 (18), nor2_1 (17), clkdlybuf4s50_1 (17)" \
    cp_max_fo 4 \
    clockBufferDepth 2 \
    finalSetupViolations 0 \
    num_rows 30 \
    period_minus_slack_ps 3620 \
]
[state kept, by name, indices dropped and copies added (netlist names)]
name / flops
newclk: 1
vis: 7
count: 4
a: 32
[cells by family (layout without fill, tap and decap cells)]
group / after synthesis / in the layout
and+or+nand+nor: 103 / 103
DFF: 44 / 44
AOI/OAI and AO/OA: 32 / 32
xor gates and xnor gates: 24 / 24
buffers and inverters: 16 / 35
adders and majority gates: 10 / 10
muxes: 5 / 5
[cells in the mapped netlist (3+ instances only)]
| master | count | area (µm²) |
|---|---|---|
| inv_1 | 9 | 33.8 |
| mux2i_1 | 5 | 50.1 |
| nand2_1 | 18 | 67.6 |
| o21ai_0 | 10 | 50.1 |
| xnor2_1 | 18 | 158 |
| a31oi_1 | 4 | 25.0 |
| nor2_1 | 17 | 63.8 |
| nand2b_1 | 3 | 18.8 |
| nor4_1 | 5 | 31.3 |
| nand3_1 | 14 | 70.1 |
| dfxtp_1 | 43 | 861 |
| a21oi_1 | 6 | 30.0 |
| nand4_1 | 13 | 81.3 |
| and4_1 | 3 | 26.3 |
| xor2_1 | 6 | 52.6 |
| nor3_1 | 4 | 20.0 |
| and3_1 | 7 | 43.8 |
| clkbuf_1 | 5 | 18.8 |
| ha_1 | 9 | 113 |
[layout make-up]
type / instances / area (µm²)
fillers: 695 / 4340
multi-input cells: 174 / 1190
flip-flops and latches: 44 / 891
repair buffers: 18 / 178
well taps: 96 / 120
clock buffers: 8 / 80.1
inverters: 9 / 33.8
[routing by layer]
metal / GRT usage [%] / vias to the layer above / wire length (µm)
li1: - / 878 / -
met1: 16.4 / 768 / 1980
met2: 17.9 / 44 / 1670
met3: 1.93 / 5 / 189
met4: 1.97 / 0 / 42
met5: 0 / - / 0
[power breakdown]
| part | switching [mW] | internal [mW] |
|---|---|---|
| registers | 0.00224 | 0.220 |
| logic | 0.00820 | 0.0144 |
| clock network | 0.0729 | 0.0797 |
[worst max-delay path: stages]
cell and delay [ps]:
clkdlybuf4s50_1 450, or2_2 300, clkdlybuf4s50_1 400
[path summary, 6_finish.rpt]
path / from / end / slack (ps) / depth (start not counted)
setup reg to reg: a[16]$_SDFF_PN0_ / a[6]$_SDFF_PN0_ / 4240 / 4
setup / recovery: v0 / seg[0] / 2580 / 3
hold reg to reg: a[31]$_SDFF_PN0_ / a[31]$_SDFF_PN0_ / 450 / 1
hold / removal: a[31]$_SDFF_PN0_ / a[31]$_SDFF_PN0_ / 450 / 1
[metrics by stage]
stage               utilization, %  hold slack, ps  total power, mW  worst slack [ps]  std cells
floorplan                        -             427            0.237              3470        234
global placement              35.3             444            0.249              2590        341
detailed placement            35.3             445            0.250              2570        341
CTS                           36.5             459            0.402              2570        349
global route                  36.5             491            0.416              2530        349
finish                        36.5             455            0.397              2580        349
No activity file was given, so power comes from the tool's default toggle rates.
